File: flow/run.sh
#!/bin/bash
# OpenROAD 26Q1-2900-gdf79404cd8, Yosys 0.63+post, stock flow scripts
make -C /OpenROAD-flow-scripts/flow DESIGN_CONFIG=/design/flow/config.mk WORK_HOME=/design/flow/orfs finish
File: flow/config.mk
export PLATFORM = sky130hd
export DESIGN_NAME = tea_accelerator
export DESIGN_NICKNAME = tea_accelerator
export VERILOG_FILES = /design/flow/design.v
export SDC_FILE = /design/flow/constraint.sdc
export NUM_CORES = 4
export LEC_CHECK = 1
export CORE_UTILIZATION = 30
File: flow/constraint.sdc
current_design tea_accelerator

set clk_period 19.2
set clk_io_pct 0.2

create_clock -name clk0 -period $clk_period [get_ports {i_clk}]

set non_clock_inputs [all_inputs -no_clocks]
set_input_delay [expr $clk_period * $clk_io_pct] -clock clk0 $non_clock_inputs
set_output_delay [expr $clk_period * $clk_io_pct] -clock clk0 [all_outputs]
File: flow/design.v
module tea_accelerator(
    input logic i_clk,                       
    input logic i_rst,                       
    input logic [127:0] i_key,               
    input logic i_axis_valid_s,              
    output logic o_axis_ready_s,             
    input logic [63:0] i_axis_data_s,        
    output logic o_axis_valid_m,             
    input logic i_axis_ready_m,              
    output logic [63:0] o_axis_data_m        
);
    logic [1:0] state = 0, next_state = 0;
    logic [4:0] round_counter = 0; 
    logic [31:0] v0, v1, v0_next, v1_next;
    logic [31:0] k0, k1, k2, k3;
    logic [31:0] sum = 0;
    logic [31:0] new_sum = 0;
    logic [63:0] output_data = 0;
    localparam IDLE = 2'b00;
    localparam LOADING = 2'b01;
    localparam PROCESSING = 2'b10;
    localparam DONE = 2'b11;
    localparam DELTA = 32'h9E3779B9;
    always @(*) begin
        new_sum = sum + DELTA;
        v0_next = v0 + (((v1 << 4) + k0) ^ (v1 + new_sum) ^ ((v1 >> 5) + k1));
        v1_next = v1 + (((v0_next << 4) + k2) ^ (v0_next + new_sum) ^ ((v0_next >> 5) + k3));
        case (state)
            IDLE: 
                if (i_axis_valid_s && o_axis_ready_s) begin
                    next_state = LOADING;
                end
            LOADING:
                next_state = PROCESSING;
            PROCESSING:
                if (round_counter >= 31) begin
                    next_state = DONE;
                end
            DONE:
                if (o_axis_valid_m && i_axis_ready_m) begin
                    next_state = IDLE;
                end
            default: 
                next_state = state;
        endcase
    end
    always @(posedge i_clk) begin
        if (i_rst) begin
            state <= IDLE;
            sum <= 0;
            round_counter <= 0;
            o_axis_ready_s <= 1;
            o_axis_valid_m <= 0;
            output_data <= 0;
            v0 <= 0;
            v1 <= 0;
            k0 <= 0;
            k1 <= 0;
            k2 <= 0;
            k3 <= 0;
        end else begin
            state <= next_state;
            case (state)
                IDLE: begin
                    sum <= 0;
                    round_counter <= 0;
                    o_axis_valid_m <= 0;
                    output_data <= 0;
                    v0 <= 0;
                    v1 <= 0;
                    k0 <= 0;
                    k1 <= 0;
                    k2 <= 0;
                    k3 <= 0;
                    o_axis_ready_s <= 1'b1;
                end
                LOADING: begin
                    v0 <= i_axis_data_s[63:32];
                    v1 <= i_axis_data_s[31:0];
                    k0 <= i_key[127:96];
                    k1 <= i_key[95:64];
                    k2 <= i_key[63:32];
                    k3 <= i_key[31:0];
                    o_axis_ready_s <= 1'b0;
                end 
                PROCESSING: begin
                    sum <= sum + DELTA;
                    v0 <= v0_next;
                    v1 <= v1_next;
                    round_counter <= round_counter + 1;
                end
                DONE: begin
                    output_data <= {v0,v1};
                    if (i_axis_ready_m) begin
                        o_axis_valid_m <= 1'b0;  
                    end else begin
                        o_axis_valid_m <= 1'b1; 
                    end
                end
            endcase
        end
    end
    assign o_axis_data_m = output_data;
endmodule
==> run notes <==
run metrics: Synth area leader dfxtp_1, final worst slack around 8000 ps, Antenna Violating Nets Remaining 0, crit path to v1[31], endpoints left unconstrained 2, RSZ-0062 raised after global routing no, CTS root buf clkbuf_16, Power per Cell Area about 170 nW/um^2, Final Hold Vio Count 0, Async S/R FF share, synth 0%, Max rail drop VDD 0.000124 V, IO Port Bufs ~260, ys flops 299, TNS Setup 0 ps, EDFF count, synth 0, cell with the most instances after synthesis nor2_1, initial antenna violation count 0, Top cells by area dfxtp_1, ha_1, xnor2_1, a21oi_1, nor2_1, WS Path Type flip-flop to flip-flop, worst hold path type flip-flop to flip-flop, Worst Reg-to-Reg Cells 45, CTS Buf Count 37, Final period util 57.9%, tool warning count 42, worst-path maximum fanout 7, Worst Setup End Kind flip-flop, share of post-route cells with drive strength above 1 just under 4%, row count 104, synth unique cells 73, CTS tree done, DR DRC count 0, vias per cell 5.22, post-layout min period 11,110 ps, post-route cell area 29,400 sq um, Post-DP Area about 28,000 sq um, final global-route overflow total 0, worst-margin pin slew 923 ps, placed insts 4,401, GRT Overall Usage 21.9%, status completed, vias in the first global route about 21k, yosys stat chip area 24,400 sq um, area share of the largest cell type after synthesis 24.4%, setup violators final 0, largest net degree at the start of global routing approximately 80, number of I/O pins 262, max incr delay on CP 690 ps, detailed placer's ending HPWL between 70,000 and 80,000 um, CTS resizes 0, hold_buf cts 0, Util after Layout 36.5%, global-route wire length before repair 133,000 um, max frequency about 90 MHz, htree depth 2, WL per Instance 20.2 um, type of origin of the critical path flip-flop, register pins left without a clock 2, core area 80,500 sq um, chip area 82,400 sq um, CP dominant cell by count a21oi_1, Mapped Area 24,400 sq um, Pre-Place Util 30.3%, Worst Path Arrival around 12,000 ps, post-CTS setup buffer count 0, Synth Instances 3,168, DR vias 23.3k, pre-CTS setup slack 8240 ps, RR Endpoint v1[31], Placer Congestion 0.987, drt first-iter violations about 1.7k, yosys cell count 3,168, Clock Skew 16.3 ps, clock slew seen by the registers of the worst setup and hold paths roughly 60 ps, area grow syn2layout 20.5%, Final Max-Slew Violation Tally 0, clock latency (worst-skew pair) 560 ps, Avg Cell Area, Syn ~7.7 sq um, number of diodes 0, Commonest flop dfxtp_1, YS warnings 1, drt total wl 90,200 um, FF-to-FF setup slack 8090 ps, CP max-delay cell xor2_1, non-filler cells, final approximately 4.5k, first-pass iteration count of the detailed router 7, most frequent cells after synthesis nor2_1, a21oi_1, dfxtp_1, xnor2_1, ha_1, Final Power 4.98 mW, CTS Buffer Depth 3, CP required 19,670 ps, Die X-Extent between 200 and 300 um, Fill cells a little over 8k, Rel. slew slack 38.0%, maxcap violations 0, LEAKAGE 12.1 nW, reg2reg start sum[0], worst setup path startpoint sum[0], final hold slack 463 ps, die height ~290 um
==> state kept, by name, indices dropped and copies added (netlist names) <==
signal and count:
k0 32, k1 32, k2 32, k3 32, next_state 2, o_axis_ready_s 1
o_axis_valid_m 1, output_data 64, round_counter 5, state 2, sum 32, v0 32
v1 32
==> power breakdown <==
| group | switching (mW) | internal [mW] |
|---|---|---|
| logic | 2.02 | 1.58 |
| registers | 0.0312 | 0.640 |
| clock network | 0.295 | 0.406 |
==> worst min path at each step <==
stage	endpoint	slack [ps]	cells after the start	from
after CTS	v1[21]	460	2	v1[21]
after global routing	v1[22]	480	2	v1[22]
final	v1[21]	460	2	v1[21]
==> routing by layer <==
metal	up-vias	share of wire [%]	track usage, %	routed length (um)
met5	-	0	0	0
met3	100	6.2	3.40	5620
met4	0	2.5	4.64	2250
met2	707	48	36.3	43000
li1	11698	-	-	-
met1	10800	44	30.3	39300
==> cells in the final DEF (no fill, tap or decap), types with 33 or more instances in the layout <==
master,n
nor2_1,454
a21oi_1,448
dfxtp_1,297
xnor2_1,296
clkdlybuf4s50_1,260
ha_1,249
nand2_1,225
o21ai_0,136
nor3b_1,135
a21o_1,107
inv_1,77
xor2_1,75
a22oi_1,55
buf_4,54
nor3_1,50
clkbuf_16,37
nand3_1,33
nand2b_1,33
==> worst max-delay path: cells and delay by family, from the launching register on <==
family	cells	cell delay [ps]
AOI/OAI and AO/OA	22	5130
xor gates and xnor gates	10	2710
adders and majority gates	5	1770
and+or+nand+nor	7	980
DFF	1	370
buffers and inverters	1	60
==> logic make-up after synthesis <==
| kind of cell | after synthesis | share of synthesized area, % |
|---|---|---|
| latches | 2 | 0.123 |
| DFF | 297 | 24.4 |
| muxes | 2 | 0.0821 |
| AOI/OAI and AO/OA | 957 | 23.9 |
| and+or+nand+nor | 1051 | 20.4 |
| adders and majority gates | 261 | 13.6 |
| xor gates and xnor gates | 379 | 14.0 |
| buffers and inverters | 219 | 3.39 |
==> layout make-up <==
class                      instances  area [sq um]  area share, %
clock buffer                      52          1040           3.55
sequential                       299          5980           20.3
tap                             1060          1330           4.51
multi-input combinational       2650         17600           59.9
timing repair buffer             315          3020           10.3
clock inverter                    11           123          0.417
inverter                          77           289          0.983
No activity file was given, so power comes from the tool's default toggle rates.
